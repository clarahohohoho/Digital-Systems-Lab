File: flow/run.sh
#!/bin/bash
# OpenROAD 26Q1-2900-gdf79404cd8, Yosys 0.63+post, stock flow scripts
make -C /OpenROAD-flow-scripts/flow DESIGN_CONFIG=/design/flow/config.mk WORK_HOME=/design/flow/orfs finish
File: flow/config.mk
export PLATFORM = sky130hd
export DESIGN_NAME = X_RAM_NOREAD
export DESIGN_NICKNAME = X_RAM_NOREAD
export VERILOG_FILES = /design/flow/design.v
export SDC_FILE = /design/flow/constraint.sdc
export NUM_CORES = 4
export LEC_CHECK = 1
export CORE_UTILIZATION = 30
File: flow/constraint.sdc
current_design X_RAM_NOREAD

set clk_period 9.3
set clk_io_pct 0.2

create_clock -name clk0 -period $clk_period [get_ports {clk}]

set non_clock_inputs [all_inputs -no_clocks]
set_input_delay [expr $clk_period * $clk_io_pct] -clock clk0 $non_clock_inputs
set_output_delay [expr $clk_period * $clk_io_pct] -clock clk0 [all_outputs]
File: flow/design.v
`timescale 1ns / 1ps
module X_RAM_NOREAD(clk,reset,Start, Stop, Ack, out_pipe, out_coin,
	X_Edge_OO_L,
	X_Edge_O1_L,
	X_Edge_O2_L,
	X_Edge_O3_L,
	X_Edge_O4_L,
	X_Edge_OO_R,
	X_Edge_O1_R,
	X_Edge_O2_R,
	X_Edge_O3_R,
	X_Edge_O4_R,
	X_Coin_OO_L,
	X_Coin_O1_L,
	X_Coin_O2_L,
	X_Coin_O3_L,
	X_Coin_O4_L,
	X_Coin_OO_R,
	X_Coin_O1_R,
	X_Coin_O2_R,
	X_Coin_O3_R,
	X_Coin_O4_R,
	shift_Coin,
	Q_Initial,
	Q_Count,
	Q_Stop);
 input clk,reset;
 input Start, Stop, Ack;
 output [9:0] X_Edge_OO_L;
 output [9:0] X_Edge_O1_L;
 output [9:0] X_Edge_O2_L;
 output [9:0] X_Edge_O3_L;
 output [9:0] X_Edge_O4_L;
 output [9:0] X_Edge_OO_R;
 output [9:0] X_Edge_O1_R;
 output [9:0] X_Edge_O2_R;
 output [9:0] X_Edge_O3_R;
 output [9:0] X_Edge_O4_R;
 output [9:0] X_Coin_OO_L;
 output [9:0] X_Coin_O1_L;
 output [9:0] X_Coin_O2_L;
 output [9:0] X_Coin_O3_L;
 output [9:0] X_Coin_O4_L;
 output [9:0] X_Coin_OO_R;
 output [9:0] X_Coin_O1_R;
 output [9:0] X_Coin_O2_R;
 output [9:0] X_Coin_O3_R;
 output [9:0] X_Coin_O4_R;
 output [1:0] shift_Coin;
 output	[2:0] out_pipe;
 output  [2:0] out_coin;
 output 	Q_Initial, Q_Count, Q_Stop;
 reg [9:0] array_X_Left [4:0];  
 reg [9:0] array_X_Right [4:0];  
 reg [9:0] array_X_Coin_Left [4:0];  
 reg [9:0] array_X_Coin_Right [4:0];  
 reg [2:0] out_pipe;
 reg [2:0] out_coin;
 reg shift_Coin;
 reg[2:0] state;
 parameter PIPE_WIDTH = 61;
 parameter COIN_WIDTH = 20;
 parameter INTERVAL = 142;
 localparam
			QInitial = 3'b001,
			QCount	= 3'b010,
			QStop = 3'b100,
			UNK		= 3'bXXX;
	assign {Q_Stop, Q_Count,
			Q_Initial } = state;
	parameter X0_init = 0;
	parameter X1_init = INTERVAL;
	parameter X2_init = 2*INTERVAL;
	parameter X3_init = 3*INTERVAL;
	parameter X4_init = 4*INTERVAL;
	parameter X0_init_2 = PIPE_WIDTH;
	parameter X1_init_2 = PIPE_WIDTH + INTERVAL;
	parameter X2_init_2 = PIPE_WIDTH + 2*INTERVAL;
	parameter X3_init_2 = PIPE_WIDTH + 3*INTERVAL;
	parameter X4_init_2 = PIPE_WIDTH + 4*INTERVAL;
	parameter X0_init_coin = 0;
	parameter X1_init_coin = INTERVAL;
	parameter X2_init_coin = 2*INTERVAL;
	parameter X3_init_coin = 3*INTERVAL;
	parameter X4_init_coin = 4*INTERVAL;
	parameter X0_init_coin_2 = COIN_WIDTH;
	parameter X1_init_coin_2 = COIN_WIDTH + INTERVAL;
	parameter X2_init_coin_2 = COIN_WIDTH + 2*INTERVAL;
	parameter X3_init_coin_2 = COIN_WIDTH + 3*INTERVAL;
	parameter X4_init_coin_2 = COIN_WIDTH + 4*INTERVAL;
	reg [2:0] out_temp_1;
	reg [2:0] out_temp_2;
	reg [2:0] out_temp_3;
	reg [2:0] out_temp_4;
	reg [2:0] out_coin_1;
	reg [2:0] out_coin_2;
	reg [2:0] out_coin_3;
	reg [2:0] out_coin_4;
integer i;
 always @ (posedge clk, posedge reset)
	begin  : X_RAM_logic
		if(reset)
		begin
			state <= QInitial;
		end
		else
		begin
			case(state)	 
				QInitial:
				begin
						array_X_Left[0] <= X0_init;
						array_X_Left[1] <= X1_init;
						array_X_Left[2] <= X2_init;
						array_X_Left[3] <= X3_init;
						array_X_Left[4] <= X4_init;
						array_X_Right[0] <= X0_init_2;
						array_X_Right[1] <= X1_init_2;
						array_X_Right[2] <= X2_init_2;
						array_X_Right[3] <= X3_init_2;
						array_X_Right[4] <= X4_init_2;
						array_X_Coin_Left[0] <= X0_init_coin;
						array_X_Coin_Left[1] <= X1_init_coin;
						array_X_Coin_Left[2] <= X2_init_coin;
						array_X_Coin_Left[3] <= X3_init_coin;
						array_X_Coin_Left[4] <= X4_init_coin;
						array_X_Coin_Right[0] <= X0_init_coin_2;
						array_X_Coin_Right[1] <= X1_init_coin_2;
						array_X_Coin_Right[2] <= X2_init_coin_2;
						array_X_Coin_Right[3] <= X3_init_coin_2;
						array_X_Coin_Right[4] <= X4_init_coin_2;
						out_pipe <= 2;  
						out_temp_1 <= 3;
						out_temp_2 <= 4;
						out_temp_3 <= 0;
						out_temp_4 <= 1;
						out_coin <= 2;  
						out_coin_1 <= 3;
						out_coin_2 <= 4;
						out_coin_3 <= 0;
						out_coin_4 <= 1;
					if(Start)  
						state <= QCount;
				end	
				QCount:
				begin
					if(Stop)
					begin
						state <= QStop;
					end
						for(i = 0; i < 5; i = i + 1)  
						begin
							array_X_Left[i] <= array_X_Left[i]-10'd1;
							array_X_Right[i] <= array_X_Right[i]-10'd1;
							array_X_Coin_Left[i] <= array_X_Coin_Left[i]-10'd1;
							array_X_Coin_Right[i] <= array_X_Coin_Right[i]-10'd1;
							if(array_X_Left[i] == 0)
							begin
								array_X_Left[i] <= 0;
							end
							if(array_X_Right[i] == 0)
							begin
								array_X_Left[i] <= 10'd640;
								array_X_Right[i] <= 10'd640 + PIPE_WIDTH;
							end
							if(array_X_Coin_Left[i] == 0)
							begin
								array_X_Coin_Left[i] <= 0;
							end
							if(array_X_Coin_Right[i] == 0)
							begin
								array_X_Coin_Left[i] <= 10'd640 + PIPE_WIDTH - COIN_WIDTH;
								array_X_Coin_Right[i] <= 10'd640 + PIPE_WIDTH;
							end
						end
						if(array_X_Right[out_pipe] < 230)  
						begin  
							out_pipe <= out_pipe + 1;
							if(out_pipe == 4)
								out_pipe <= 0;
							out_temp_1 <= out_temp_1 + 1;
							if(out_temp_1 == 4)
								out_temp_1 <= 0;
							out_temp_2 <= out_temp_2 + 1;
							if(out_temp_2 == 4)
								out_temp_2 <= 0;
							out_temp_3 <= out_temp_3 + 1;
							if(out_temp_3 == 4)
								out_temp_3 <= 0;
							out_temp_4 <= out_temp_4 + 1;
							if(out_temp_4 == 4)
								out_temp_4 <= 0;	
						end
						if(array_X_Coin_Right[out_coin] < 230)  
						begin  
							out_coin <= out_coin + 1;
							if(out_coin == 4)
								out_coin <= 0;
							out_coin_1 <= out_coin_1 + 1;
							if(out_coin_1 == 4)
								out_coin_1 <= 0;
							out_coin_2 <= out_coin_2 + 1;
							if(out_coin_2 == 4)
								out_coin_2 <= 0;
							out_coin_3 <= out_coin_3 + 1;
							if(out_coin_3 == 4)
								out_coin_3 <= 0;
							out_coin_4 <= out_coin_4 + 1;
							if(out_coin_4 == 4)
								out_coin_4 <= 0;
						end
						if(array_X_Coin_Right[out_coin] == 230)
							shift_Coin <= 1;
						else shift_Coin <= 0;
				end  
				QStop:
				begin
					if(Ack)
						state <= QInitial;
				end
				default:
					state <= UNK;
			endcase
		end
	end
 assign X_Edge_OO_L = array_X_Left[out_pipe];
 assign X_Edge_O1_L = array_X_Left[out_temp_1];
 assign X_Edge_O2_L = array_X_Left[out_temp_2];
 assign X_Edge_O3_L = array_X_Left[out_temp_3];
 assign X_Edge_O4_L = array_X_Left[out_temp_4];
 assign X_Edge_OO_R = array_X_Right[out_pipe];
 assign X_Edge_O1_R = array_X_Right[out_temp_1];
 assign X_Edge_O2_R = array_X_Right[out_temp_2];
 assign X_Edge_O3_R = array_X_Right[out_temp_3];
 assign X_Edge_O4_R = array_X_Right[out_temp_4];
 assign X_Coin_OO_L = array_X_Coin_Left[out_coin];
 assign X_Coin_O1_L = array_X_Coin_Left[out_coin_1];
 assign X_Coin_O2_L = array_X_Coin_Left[out_coin_2];
 assign X_Coin_O3_L = array_X_Coin_Left[out_coin_3];
 assign X_Coin_O4_L = array_X_Coin_Left[out_coin_4];
 assign X_Coin_OO_R = array_X_Coin_Right[out_coin];
 assign X_Coin_O1_R = array_X_Coin_Right[out_coin_1];
 assign X_Coin_O2_R = array_X_Coin_Right[out_coin_2];
 assign X_Coin_O3_R = array_X_Coin_Right[out_coin_3];
 assign X_Coin_O4_R = array_X_Coin_Right[out_coin_4];
endmodule
==> job_summary.md <==
### Flow metrics

| Metric | Value |
|---|---|
| Main flop type | `edfxtp_1` |
| Log Warnings | `60` |
| Tot GR Track Use | `26.0%` |
| Synth cell types | `75` |
| Hold WC Path Type | `reg2reg` |
| Fin crit share | `61.2%` |
| Post-Place Cells | `3084` |
| # IOs | `216` |
| Die X | `255 µm` |
| MaxCap Viol Count | `0` |
| Max-slew violation count | `0` |
| Post-Synthesis Cell Area | `0.0193 mm²` |
| Hold_buf cts | `0` |
| Critical path class | `reg2out` |
| Iter 0 DRT Violations | `2437` |
| Worst slew pin tran | `0.950 ns` |
| Syn Inst Count | `2302` |
| Total chip power | `9.43 mW` |
| Setup bufs post-CTS | `0` |
| Share of cells above drive strength 1 | `5.63%` |
| Critical Path End Type | `primary output` |
| Initial Util | `30.4%` |
| Worst relative slew slack | `36.6%` |
| Post-layout util | `35.4%` |
| Filler cell count in the final layout | `6268` |
| Post-place setup slack | `4.27 ns` |
| Core Region | `0.0633 mm²` |
| Lkg Pwr | `7.31 nW` |
| RSZ-0062 raised after global routing | `no` |
| Post-synth seq share | `36.4%` |
| CTS tree | `yes` |
| Ys Warns | `5` |
| # resized after CTS | `0` |
| Worst hold margin | `0.572 ns` |
| Synth-to-layout area growth | `16.5%` |
| Ant diodes | `0` |
| Die Ht | `255 µm` |
| Setup TNS | `0 ns` |
| Design area | `0.0224 mm²` |
| Clk root buf | `clkbuf_16` |
| Clock Skew | `0.0401 ns` |
| Worst vdd ir | `0.188 mV` |
| Crit-path max FO | `28` |
| Async SR Flop Fraction | `1.28%` |
| Vias per cell | `6.13` |
| Initial antenna violation count | `0` |
| Flops after synth | `234` |
| Clk slew on worst S/H paths | `0.06 ns` |
| Hold Path Depth | `1` |
| Worst EP arrival | `3.83 ns` |
| Min Tclk post-route | `5.69 ns` |
| Fmax | `176 MHz` |
| Vias | `19.2k` |
| Post-DP Area | `0.0216 mm²` |
| Fin cells | `3136` |
| Std-Cell Rows | `92` |
| Later-pin clock latency in the skew report | `0.58 ns` |
| Status | `complete, no violations` |
| Yosys Instances | `2302` |
| Hpwl dp | `59.5 mm` |
| Port-buffer cells | `214` |
| Clock buffer depth | `3` |
| Final worst slack | `3.61 ns` |
| TritonCTS Buffers | `28` |
| Clk sink count | `234` |
| Largest net degree at the start of global routing | `106` |
| GPL Wtd Cong | `1.03` |
| FF-to-FF path depth | `8` |
| Die area | `0.0652 mm²` |
| CP Launch Type | `flip-flop` |
| Antenna-violating nets left | `0` |
| EDFF count, synth | `231` |
| Critical path required time | `7.44 ns` |
| Number of global-route vias before repair | `17.9k` |
| H-tree Lvls | `1` |
| Pwr/cell area | `420 mW/mm²` |
| YS chip area | `0.0193 mm²` |
| Post-route DRC | `0` |
| Final wirelength | `84.8 mm` |
| Routed length per instance | `27.0 µm` |
| Hold Violations, Final | `0` |
| Final setup vio count | `0` |
| Aggregate global routing overflow | `0` |
| Avg Synthesized Cell Area | `8.37 µm²` |
| First-pass GRT wire length | `123 mm` |
| DRT Pass-1 Iters | `7` |
[routing by layer]
layer / share of wire (%) / vias to the layer above / global-route usage, %
met5: 0.048 / - / 0.512
met4: 4.2 / 2 / 8.18
met3: 12 / 206 / 8.51
met2: 43 / 1376 / 38.6
met1: 40 / 9186 / 36.6
li1: - / 8462 / -
[worst max-delay path, stage by stage, from the launching register on]
cell and delay, ns:
edfxtp_1 0.45, inv_1 0.11, ha_1 0.35, and2_1 0.67, a21o_1 0.78, mux2_2 0.44
clkdlybuf4s50_1 0.43
[registers in the layout, indices dropped and copies added (netlist names)]
register / cells
array_X_Coin_Left: 50
array_X_Coin_Right: 50
array_X_Left: 50
array_X_Right: 50
out_coin: 3
out_coin_1: 3
out_coin_2: 3
out_coin_3: 3
out_coin_4: 3
out_pipe: 3
out_temp_1: 3
out_temp_2: 3
out_temp_3: 3
out_temp_4: 3
shift_Coin: 1
state: 3
[path summary, 6_finish.rpt]
kind | startpoint | to | slack (ns)
worst min-delay path | state[1] | state[0] | 0.57
min in group asynchronous | reset | state[2] | 1.51
worst max register to register | out_pipe[0] | out_temp_2[2] | 4.93
max in group asynchronous | reset | state[0] | 7.58
worst min register to register | state[1] | state[0] | 0.57
worst max-delay path | out_pipe[0] | X_Edge_OO_R[7] | 3.61
[placed cells by master, fill, tap and decap left out, drive strengths merged, types with 6 or more instances in the layout]
master / synthesis / final
a22oi: 373 / 373
xnor2: 71 / 71
or3: 31 / 31
a32oi: 10 / 10
nand2: 112 / 112
o31ai: 15 / 15
nor2: 297 / 297
nor3: 60 / 60
clkdlybuf4s50: 0 / 214
nand3: 26 / 26
buf: 50 / 58
mux2i: 12 / 12
a21oi: 61 / 61
a31oi: 189 / 189
o21ai: 66 / 66
nand2b: 10 / 10
edfxtp: 231 / 231
clkbuf: 286 / 33
nor3b: 8 / 8
inv: 89 / 89
nor2b: 25 / 25
a22o: 8 / 8
clkinv: 0 / 15
xor2: 51 / 51
and2: 15 / 15
nor4: 27 / 27
or4b: 6 / 6
ha: 73 / 73
or2: 6 / 6
or4: 26 / 26
nand3b: 7 / 7
[cell usage after synthesis (7+ instances only)]
library cell,count,area share [%]
inv_1,89,1.7
a22o_1,8,0.36
nor3b_1,8,0.31
or4_1,25,0.97
nor4_1,26,0.84
and2_1,14,0.45
mux2i_1,12,0.62
nand2b_1,10,0.32
nor3_1,60,1.6
a31oi_1,189,6.1
nor2b_1,25,0.81
nor2_1,297,5.8
a21oi_1,61,1.6
a32oi_1,10,0.45
buf_1,33,0.64
or3_1,26,0.84
xnor2_1,71,3.2
clkbuf_1,282,5.5
edfxtp_1,231,36
nand2_1,110,2.1
ha_1,73,4.7
buf_2,11,0.29
a22oi_1,373,15
nand3b_1,7,0.27
nand3_1,25,0.65
o21ai_0,62,1.6
o31ai_1,14,0.55
xor2_1,51,2.3
[final cells by class]
type                    instances  area [µm²]  share of cell area, %
multi-input cells            1643       10600                   47.3
clock buffers                  33         719                   3.21
well taps                     846        1060                   4.72
clock inverters                19         115                  0.513
inverters                      89         342                   1.52
flip-flops and latches        234        7010                   31.3
repair buffers                272        2580                   11.5
[power by group]
group          internal, mW  switching (mW)  leakage (nW)
registers              1.79            1.03          2.15
clock network         0.554           0.465         0.397
logic                  2.58            3.00          4.76
[logic make-up after synthesis]
group / after synthesis / synth area share (%)
adder cells (fa/ha/maj): 73 / 4.74
multiplexers: 17 / 0.916
AND-OR/OR-AND: 755 / 26.9
other: 1 / 0.0195
AND/OR/NAND/NOR: 675 / 16.9
buffers and inverters: 425 / 8.59
flip-flops: 234 / 36.4
XOR/XNOR: 122 / 5.55
Power is estimated from default activity; no workload was simulated.
