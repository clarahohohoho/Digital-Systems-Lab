### ./constraint.sdc
current_design flight_control

set clk_period 4.8
set clk_io_pct 0.2

create_clock -name clk0 -period $clk_period [get_ports {Clk}]

set non_clock_inputs [all_inputs -no_clocks]
set_input_delay [expr $clk_period * $clk_io_pct] -clock clk0 $non_clock_inputs
set_output_delay [expr $clk_period * $clk_io_pct] -clock clk0 [all_outputs]
### ./run.sh
#!/bin/bash
# OpenROAD 26Q1-2900-gdf79404cd8, Yosys 0.63+post, stock flow scripts
make -C /OpenROAD-flow-scripts/flow DESIGN_CONFIG=/design/flow/config.mk WORK_HOME=/design/flow/orfs finish
### ./config.mk
export PLATFORM = sky130hd
export DESIGN_NAME = flight_control
export DESIGN_NICKNAME = flight_control
export VERILOG_FILES = /design/flow/design.v
export SDC_FILE = /design/flow/constraint.sdc
export NUM_CORES = 4
export LEC_CHECK = 1
export CORE_AREA = 10 10 103 103
export DIE_AREA = 0 0 113 113
### ./design.v
`timescale 1ns / 1ps
module flight_control(Clk, reset, Start, Ack, Stop, BtnU, BtnD, Bird_X_L, Bird_X_R, Bird_Y_T, Bird_Y_B,
   q_Initial, q_Flight, q_Stop, PositiveSpeed, NegativeSpeed );
input 	Clk, reset, Start, Ack, Stop;
input 	BtnU, BtnD;
output [9:0] Bird_X_L;
output [9:0] Bird_X_R;
output [9:0] Bird_Y_T;
output [9:0] Bird_Y_B;
output [9:0] PositiveSpeed;
output [9:0] NegativeSpeed;
output q_Initial, q_Flight, q_Stop;
reg [2:0] state;
assign {q_Stop, q_Flight, q_Initial} = state;
reg [9:0] PositiveSpeed;
reg[9:0] pos_temp;
reg [9:0] NegativeSpeed;
reg [9:0] Bird_X_L;
reg [9:0] Bird_X_R;
reg [9:0] Bird_Y_T;
reg [9:0] Bird_Y_B;
localparam
			QInitial = 3'b001,
			QFlight	= 3'b010,
			QStop 	= 3'b100,
			UNK		= 3'bXXX;
reg j;
parameter step = 4;
parameter MIN_BIRD_Y = step;
parameter MAX_BIRD_Y = 767 - 128;
always @ (posedge Clk, posedge reset)
begin	
	if(reset)
	begin
		state <= QInitial;
	end
	else
	begin
		case(state)
			QInitial:
			begin
				if(Start)  
					state <= QFlight;
				PositiveSpeed <= 10'd0;
				NegativeSpeed <= 10'd0;
				Bird_X_L <= 10'd230;  
				Bird_X_R <= 10'd249;  
				Bird_Y_T <= 10'd220; 
				Bird_Y_B <= 10'd239;  
			end	
			QFlight:
			begin
				if(Stop)
					state <= QStop;
				else 
				begin
					j <= 0;
					if (BtnU & Bird_Y_T > MIN_BIRD_Y)
						begin
						Bird_Y_T <= Bird_Y_T - step;
						Bird_Y_B <= Bird_Y_B - step;
						end
					else if (BtnD & Bird_Y_B < MAX_BIRD_Y)
						begin
						Bird_Y_T <= Bird_Y_T + step;
						Bird_Y_B <= Bird_Y_B + step;
						end
				end
			end	
			QStop:
			begin
				if(Ack)
					state <= QInitial;
			end
			default:
				state <= UNK;
		endcase
	end
end
endmodule
==> ds_physical_params.txt <==
Implementation parameters

Parameter                              Value

Status
  Status .................. complete, no violations

Die
  Overall die height .................. between 100 and 150 um
  Placeable core region .................. 8300 um2
  Overall chip area .................. 12800 um2
  Cell Rows .................. 33
  Top-level I/O count .................. around 70
  Die Span X .................. approximately 110 um
  Initial cell density of the core .................. 21.4%

Setup path
  Arrival time of data at the critical path endpoint .................. 2.98 ns
  Critical Path End Type .................. flop
  Data required time of the worst path .................. 4.69 ns
  Highest net fanout along the worst path .................. 16
  Path type of the worst setup path .................. primary input to flop
  Startpoint kind of the worst setup timing path .................. primary input

Clock network
  Total of cells resized after clock tree synthesis .................. 0
  Library cell used as clock root buffer .................. sky130_fd_sc_hd__clkbuf_8
  Clock transition at the registers of the reported paths .................. 0.07 ns
  Number of hold-repair buffers added at the cts stage .................. 0
  Number of post-CTS setup repair buffers .................. 0
  Clock H-tree levels .................. 1
  Clock network latency to the later pin of the worst-skew pair .................. 0.25 ns
  Clock sink count .................. 19
  Maximum clock path buffer count .................. 2
  Number of buffers created by CTS .................. 3
  CTS tree .................. yes

Routing
  Average routed wire per standard cell .................. 13.3 um
  Tally of nets with antenna violations remaining after routing .................. 0
  Number of iterations in the first detailed-routing pass .................. 4
  Detailed-route DRC error count .................. 0
  First-iteration detailed-routing DRC count .................. 87
  DRT Wirelength .................. around 4300 um
  Total via count after detailed routing .................. between 1000 and 1500
  Drt via density .................. between 4 and 5
  Diode count .................. 0

Layout
  Synth-to-layout area growth .................. 11.9%
  Share of the core filled with cells in the final layout .................. 23.9%
  Proportion of layout cells with a drive suffix above 1 .................. approximately 5%

Place
  Global placement routability congestion .................. 0.834
  Post-DP HPWL .................. 3320 um
  Place WS .................. 1.43 ns
  Port Buffer Count .................. 25

Logic synthesis
  Post-synth mux share .................. 6.85%
  Netlist area before placement .................. approximately 1800 um2
  Warnings, synthesis .................. 1
  Average footprint of a synthesized cell .................. roughly 9 um2
  Sequential-to-total area share from yosys stat .................. 31.4%
  Library cells used by synthesis .................. 47
  Number of flip-flops and latches in the synthesized netlist .................. 19
  Number of standard cells reported by yosys .................. 200
  Simple Share, Synth .................. 22.6%
  Synth Area in Adders .................. 2.82%
  Chip Area, Yosys .................. roughly 1800 um2
  Number of instances in the synthesized netlist .................. roughly 200
  Dominant combinational cell family by area after synthesis .................. buffers and inverters
  Ao+oa area frac .................. 11.9%
  Fraction of synthesized cell area in xor and xnor cells .................. 0.988%

STA
  Post-layout min period .................. 3.10 ns
  Worst max-slew margin expressed relative to the limit .................. 52.3%
  Total negative slack .................. 0 ns
  Final number of max-transition violations .................. 0
  Period utilisation layout .................. 64.5%
  Final-report setup violation count .................. 0
  Final count of hold timing violations .................. 0
  Worst slew pin tran .................. ~0.71 ns
  Achievable frequency .................. 323 MHz
  RSZ-0062 raised after global routing .................. no
  Post-route clock skew .................. 0.00343 ns
  Worst Slack Setup Final .................. 1.70 ns

Global routing
  All-Layer GR Usage .................. 6.41%
  Global-route wire length before repair .................. 6950 um
  Pin count of the biggest net entering global routing .................. 23
  Final global-route overflow total .................. 0
  Initial antenna violation count .................. 0
  Vias in the first global route .................. ~1400

Worst hold path
  Worst min-delay path class .................. flop to flop

Run
  Max-cap violations .................. 0
  Number of warnings the tools reported .................. 27

Pwr
  Internal portion of total power .................. 0.433 mW
  Net switching share of the total power .................. 37.2%
  Pleak .................. 0.794 nW
  Part of the power in registers .................. between 40% and 50%
  Worst IR Drop VDD .................. 114 uV
  Cell area power density .................. 348 nW/um2
  Combinational power share .................. 42.1%
  Switch Pwr .................. 0.257 mW
  Part of the total power dissipated in the clock network .................. 15.9%
==> cells by family after synthesis <==
logic type / Yosys count
compound gates: 29
xor+xnor: 2
fa+ha+maj: 4
buf+inv: 59
flops: 19
mux: 12
other cells: 2
simple gates: 73
==> power groups by stage <==
stage	clock [mW]	combinational, mW	sequential, mW
finish	0.110	0.290	0.290
CTS	0.115	0.296	0.290
global route	0.120	0.326	0.299
==> routing by layer <==
metal,up-vias,routed length [um],GRT usage (%)
met2,57,2060,10.4
met1,647,1800,7.87
li1,672,-,-
met5,-,0,0
met3,2,425,3.10
met4,0,18,0.423
==> cell usage after synthesis, drive strengths merged <==
cell type | count | share of area (%)
nor2b | 1 | 0.35
dfrtp | 2 | 2.8
nor2 | 14 | 3.0
nand3 | 8 | 2.3
or3b | 1 | 0.49
o31ai | 2 | 1.6
mux2 | 1 | 0.64
a211o | 1 | 0.49
a32o | 1 | 0.56
or4 | 3 | 1.5
nor3b | 3 | 1.3
nor4bb | 1 | 0.56
mux2i | 11 | 6.2
clkbuf | 6 | 1.3
o22ai | 2 | 0.71
o32a | 1 | 0.56
o21ai | 3 | 0.85
xnor2 | 2 | 0.99
buf | 47 | 21
o21a | 1 | 0.42
conb | 2 | 0.42
or3 | 3 | 1.1
a21oi | 8 | 2.3
nor4b | 1 | 0.49
and2 | 3 | 1.1
nand2b | 3 | 1.1
o311ai | 1 | 0.49
and4b | 1 | 0.56
a31oi | 3 | 1.1
o21bai | 1 | 0.42
inv | 6 | 1.3
and3 | 5 | 1.8
a22oi | 1 | 0.42
nand4 | 2 | 0.71
ha | 4 | 2.8
nand3b | 2 | 0.85
nand2 | 13 | 2.8
edfxtp | 16 | 27
o31a | 2 | 0.99
o32ai | 2 | 0.99
dfstp | 1 | 1.5
nor3 | 5 | 1.4
nor4 | 4 | 1.4
==> critical path, cell delays in order <==
cell	delay (ns)
sky130_fd_sc_hd__clkdlybuf4s50_1	0.64
sky130_fd_sc_hd__o31a_1	0.54
sky130_fd_sc_hd__and3_2	0.27
sky130_fd_sc_hd__or3_1	0.57
==> state kept, by name, indices dropped and copies added, names as in the netlist <==
register and count:
Bird_Y_B 8, Bird_Y_T 8, state 3
==> final cells by class <==
type                       count  area, um2
timing repair buffer          26        258
fill                         892       6320
sequential                    19        557
clock buffer                   4       45.0
multi-input combinational    164        970
inverter                       6       22.5
tap                          105        131
==> final timing paths <==
kind	startpoint	endpoint	slack, ns	cells past startpoint
max in group asynchronous	reset	state[0]	3.66	2
min reg2reg	state[0]	state[2]	0.53	1
min in group asynchronous	reset	state[1]	0.93	2
max	BtnU	Bird_Y_T[7]	1.70	4
max reg2reg	Bird_Y_T[2]	Bird_Y_T[7]	1.75	6
min	state[0]	state[2]	0.53	1
==> placed cells by master (no fill, tap or decap), types with 3 or more instances in the layout <==
master and n:
sky130_fd_sc_hd__nor2_1 14, sky130_fd_sc_hd__o21ai_0 3, sky130_fd_sc_hd__nand2b_1 3, sky130_fd_sc_hd__mux2i_1 11
sky130_fd_sc_hd__inv_1 6, sky130_fd_sc_hd__conb_1 44, sky130_fd_sc_hd__and2_1 3, sky130_fd_sc_hd__clkdlybuf4s50_1 25
sky130_fd_sc_hd__nand3_1 8, sky130_fd_sc_hd__nand2_1 13, sky130_fd_sc_hd__or3_1 3, sky130_fd_sc_hd__nor3_1 5
sky130_fd_sc_hd__a21oi_1 8, sky130_fd_sc_hd__a31oi_1 3, sky130_fd_sc_hd__and3_1 4, sky130_fd_sc_hd__clkbuf_8 3
sky130_fd_sc_hd__ha_1 4, sky130_fd_sc_hd__nor4_1 4, sky130_fd_sc_hd__edfxtp_1 16
==> stage by stage <==
stage | hold WS, ns | power (mW) | cells | cell area, um2
after floorplan | 0.480 | 0.487 | 242 | 1930
after global placement | 0.510 | 0.585 | 320 | 1940
after detailed placement | 0.510 | 0.586 | 320 | 1940
after CTS | 0.528 | 0.700 | 324 | 1980
after global routing | 0.541 | 0.745 | 324 | 1980
final | 0.527 | 0.690 | 324 | 1980
No activity file was given, so power comes from the tool's default toggle rates.
